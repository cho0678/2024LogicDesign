===== flow/design.v =====
`timescale 1ns / 1ps
module ALU(
    input [7:0] A,
    input [7:0] B,
    output [7:0] Y
    );    
    assign Y = A + B;
endmodule
`timescale 1ns / 1ps
module ControlUnit(
    input [1:0] op,
    output reg ALUControl,
    output reg RegWrite,
    output reg MemRead,
    output reg MemWrite,
    output reg Branch
    );
    always @(op) begin
        case (op)
            2'b00: begin  
                ALUControl <= 1;
                RegWrite <= 1;
                MemRead <= 0;
                MemWrite <= 0;
                Branch <= 0;
            end
            2'b01: begin  
                ALUControl <= 0;
                RegWrite <= 1;
                MemRead <= 1;
                MemWrite <= 0;
                Branch <= 0;
            end
            2'b10: begin  
                ALUControl <= 0;
                RegWrite <= 0;
                MemRead <= 0;
                MemWrite <= 1;
                Branch <= 0;
            end
            2'b11: begin  
                ALUControl <= 0;
                RegWrite <= 0;
                MemRead <= 0;
                MemWrite <= 0;
                Branch <= 1;
            end
        endcase
    end
endmodule
`timescale 1ns / 1ps
module DataMemory(
    input clk,
    input [7:0] address,
    input [7:0] writeData,
    input MemWrite,
    input MemRead,
    output [7:0] readData
    );
    reg [7:0] memory [31:0];
	 integer i;
    initial begin
        for (i = 0; i < 16; i = i + 1) begin
            memory[i] = i;
        end
        for (i = 16; i < 32; i = i + 1) begin
            memory[i] = - (i - 16);
        end
    end
    always @(posedge clk) begin
        if (MemWrite) begin
            memory[address] <= writeData;
        end
    end
    assign readData = (MemRead) ? memory[address] : writeData;
endmodule
`timescale 1ns / 1ps
module FrequencyDivider(
    input clr,
    input clk,
    output reg clkout
    );
    reg [31:0] cnt;
	 initial begin
		clkout <= 1'b0;
	 end
    always@(posedge clk) 
    begin
        if (clr) 
        begin
            cnt <=32'd0;
            clkout <= 1'b0;
        end
        else if (cnt==32'd25000000)
        begin
            cnt <=32'd0;
            clkout <= ~clkout;
        end 
        else
        begin 
            cnt <= cnt+1;
        end 
    end 
endmodule
`timescale 1ns / 1ps
module Hex_to_7seg(
    input [3:0] hex,
    output reg [6:0] seg
    );
    always @ (hex) begin
        case (hex)
            4'd0: seg = 7'b0111111;  
            4'd1: seg = 7'b0000110;  
            4'd2: seg = 7'b1011011;  
            4'd3: seg = 7'b1001111;  
            4'd4: seg = 7'b1100110;  
            4'd5: seg = 7'b1101101;  
            4'd6: seg = 7'b1111101;  
            4'd7: seg = 7'b0000111;  
            4'd8: seg = 7'b1111111;  
            4'd9: seg = 7'b1101111;  
            4'd10: seg = 7'b1110111;  
            4'd11: seg = 7'b1111100;  
            4'd12: seg = 7'b0111001;  
            4'd13: seg = 7'b1011110;  
            4'd14: seg = 7'b1111001;  
            4'd15: seg = 7'b1110001;  
            default: seg = 7'b0000000;  
        endcase
    end
endmodule
`timescale 1ns / 1ps
module Microprocessor(
    input oscillator,
    input reset,
    input [7:0] instruction,
    output [6:0] seg1,
    output [6:0] seg2,
    output [6:0] seg3,
    output [6:0] seg4,
    output [7:0] PC,
	 output clocksignal
);
    wire clk;
    wire [7:0] nextPC;
    wire [1:0] rs, rt, rd, RegisterDestination, operation;
    wire [7:0] rsData, rtData, writeData, ALUResult, MemoryResult, MemoryAddress;
    wire RegWrite, MemRead, MemWrite, Branch;
    FrequencyDivider clock(
        .clkout(clk),
        .clr(reset),
        .clk(oscillator)
    );
    ProgramCounter pc(
        .clk(clk),
        .reset(reset),
        .nextPC(nextPC),
        .PC(PC)
    );
    assign rs = instruction[5:4];
    assign rt = instruction[3:2];
    assign rd = instruction[1:0];
    assign operation = instruction[7:6];
    ControlUnit cu(
        .op(instruction[7:6]),
        .ALUControl(ALUControl),
        .RegWrite(RegWrite),
        .MemRead(MemRead),
        .MemWrite(MemWrite),
        .Branch(Branch)
    );
	 assign writeData = (operation==2'b00) ? ALUResult 
	 			: (operation == 2'b11) ? {6'b000000, rd}
	 			: MemoryResult;
	 assign RegisterDestination = ALUControl ? rd : rt;
    RegisterFile rf(
        .rs(rs),
        .rt(rt),
        .rd(RegisterDestination),
        .writeData(writeData),
        .RegWrite(RegWrite),
        .clk(clk),
        .rsData(rsData),
        .rtData(rtData)
    );
    ALU alu(
        .A(rsData),
        .B(rtData),
        .Y(ALUResult)
    );
	 assign MemoryAddress = (rd == 2'b00) ? rsData :
									(rd ==2'b01) ? rsData + 8'b00000001:
									(rd ==2'b10) ? rsData - 8'b00000010:
									(rd ==2'b11) ? rsData - 8'b00000001 :
									rsData;
    DataMemory dm(
        .clk(clk),
        .address(MemoryAddress),
        .writeData(rtData),
        .MemWrite(MemWrite),
        .MemRead(MemRead),
        .readData(MemoryResult)
    );
	 assign nextPC = (rd == 2'b00) ? PC + 1 :
                    (rd == 2'b01) ? (Branch ? PC + 2 : PC + 1) :
                    (rd == 2'b10) ? (Branch ? PC - 1 : PC + 1) :
                    (rd == 2'b11) ? (Branch ? PC : PC + 1) :
                    PC + 1;
    Hex_to_7seg display1(
        .hex(writeData[7:4]),
        .seg(seg1)
    );
    Hex_to_7seg display2(
        .hex(writeData[3:0]),
        .seg(seg2)
    );
	 Hex_to_7seg display3(
        .hex(PC[7:4]),
        .seg(seg3)
    );
    Hex_to_7seg display4(
        .hex(PC[3:0]),
        .seg(seg4)
    );
	assign clocksignal = clk;
endmodule
`timescale 1ns / 1ps
module ProgramCounter(
    input clk,
    input reset,
    input [7:0] nextPC,
    output reg [7:0] PC
    );
    always @(posedge clk or posedge reset) begin
        if (reset)
            PC <= 8'b0;
        else
            PC <= nextPC;
    end
endmodule
`timescale 1ns / 1ps
module RegisterFile(
    input [1:0] rs, rt, rd,
    input [7:0] writeData,
    input RegWrite,
    input clk,
    output [7:0] rsData, rtData
    );
    reg [7:0] registers [3:0];
    always @(posedge clk) begin
        if (RegWrite) begin
            registers[rd] <= writeData;
        end
    end
    assign rsData = registers[rs];
    assign rtData = registers[rt];
endmodule

===== flow/config.mk =====
export PLATFORM = sky130hd
export DESIGN_NAME = Microprocessor
export DESIGN_NICKNAME = Microprocessor
export VERILOG_FILES = /design/flow/design.v
export SDC_FILE = /design/flow/constraint.sdc
export NUM_CORES = 4
export LEC_CHECK = 1
export CORE_UTILIZATION = 30

===== flow/run.sh =====
#!/bin/bash
# OpenROAD 26Q1-2900-gdf79404cd8, Yosys 0.63+post, stock flow scripts
make -C /OpenROAD-flow-scripts/flow DESIGN_CONFIG=/design/flow/config.mk WORK_HOME=/design/flow/orfs finish

===== flow/constraint.sdc =====
current_design Microprocessor

set clk_period 14.4
set clk_io_pct 0.2

create_clock -name clk0 -period $clk_period [get_ports {oscillator}]

set non_clock_inputs [all_inputs -no_clocks]
set_input_delay [expr $clk_period * $clk_io_pct] -clock clk0 $non_clock_inputs
set_output_delay [expr $clk_period * $clk_io_pct] -clock clk0 [all_outputs]

==> impl_metrics.csv <==
group,metric,value,unit
power,p_comb_share,57.4,%
timing,fin_ws,2.971,ns
drt,detail-route-antenna-nets,0,
worst_hold_path,hp-start,"clock.cnt[0]",
die,fp.dieW,232.2,µm
synth,synthFlopType,"edfxtp_1",
drt,drtIter0Drc,613,
worst_setup_path,max_stage_delay,0.86,ns
clock_network,numCtsBuffers,5,
clock_network,cts_buffer_depth,2,
die,chipArea,0.05390,mm²
global_route,antenna_found_initial,0,
power,p_sw,0.2055,mW
power,leakage,5.636,nW
drt,drt-pass1-iter-count,5,
layout,areaGrowthSynthToFinish,9.250,%
drt,routedWlPerCell,19.53,µm
worst_setup_path,r2r_slack,12.18,ns
placement,port_buffers,46,
timing,fin_setup_tns,0,ns
timing,worst_slew_pin_slew,0.9485,ns
global_route,grt_max_degree,108,
die,ios,47,
worst_setup_path,worstPathCellList,"clkdlybuf4s50_1 -> mux4_2 -> xor2_4 -> buf_4 -> mux4_2 -> nand2_1 -> a21oi_1 -> o21ai_0 -> and3_1 -> inv_2 -> or3_1 -> o221ai_1 -> clkdlybuf4s50_1",
power,p_int,0.2929,mW
power,design_power_total,0.4985,mW
power,p_sw_share,41.23,%
clock_network,hold_buffers,0,
synth,syn_inst,1177,
global_route,grt_usage,14.59,%
drt,via_count,9665,
synth,edf_count,288,
synth,ys_cells,1177,
power,p_seq_share,22.8,%
drt,wl,36950,µm
clock_network,cts_tree,"built",
die,die_h,232.2,µm
timing,max_freq,87.50,MHz
power,ir_drop,0.00004278,V
die,fp_util,30.67,%
synth,ys_warn_count,7,
synth,yosysSeqAreaShare,59.83,%
clock_network,htreeDepth,2,
layout,final_layout_size_suffix_gt1_share,11.96,%
timing,hold_violations,0,
drt,route.detailed.drc,0,
placement,dp_hpwl,25270,µm
worst_setup_path,cp-startpoint,"instruction[4]",
flow_run,timing.max_cap.violations,0,
worst_hold_path,hp-class,"reg -> reg",
worst_setup_path,path_depth,13,
synth,syn_area,0.01589,mm²
layout,fin_area,0.01736,mm²
global_route,overflow,0,
global_route,grt_pass1_vias,9826,
clock_network,worstSkewPairLatency,0.27,ns
power,power_frac_clock,19.7,%
synth,ys_seq_elements,329,
timing,finalSetupViolCount,0,
flow_run,log.warning_count,57,
drt,viasPerCell,5.108,
placement,postPlaceCellArea,0.01723,mm²
worst_setup_path,reg2reg_from,"clock.cnt[0]",
clock_network,post_cts_buffers,0,
clock_network,cts.clk_slew.worst_paths,0.05,ns
worst_setup_path,critPathMaxFanout,38,
power,power_density,28.71,mW/mm²
worst_setup_path,arrival,8.55,ns
die,num_rows,83,
run_status,status,"complete, no violations",
synth,yosys_area,0.01589,mm²
worst_setup_path,worst-path-buf-inv,4,
layout,nFillCells,4922,
worst_setup_path,criticalPathCategory,"in -> out",
clock_network,ctsResizeCount,0,
synth,async_flop_share,2.432,%
worst_hold_path,whs_path_depth,1,
worst_setup_path,crit_family,"buffers and inverters",
timing,untimed_endpoints,606,
synth,ys_types,85,
worst_setup_path,crit_path_start_kind,"input pin",
timing,max_slew_margin,36.53,%
worst_setup_path,end_kind,"output port",
clock_network,root_buffer,"clkbuf_16",
timing,whs,0.4654,ns
die,core_area,0.05182,mm²
placement,gp_congestion,0.9308,
global_route,grt_pass1_wl,57040,µm
layout,lay_top_cells,"edfxtp_1 (288), nor2_1 (123), nand2_1 (91)",
timing,finalClockPeriodUsage,79.37,%
layout,lay_top_count,"edfxtp_1",
timing,slew_viol_final,0,
worst_setup_path,worstRegToRegCells,8,
drt,diodes,0,
timing,rsz0062_at_grt,"false",
timing,fin_skew,0.004339,ns
synth,synth_area_per_cell,13.50,µm²
placement,dp_slack,2.977,ns
worst_setup_path,worstPathRequired,11.52,ns
timing,unclocked_regs,296,
worst_setup_path,cpMaxStageDelayCell,"clkdlybuf4s50_1",
timing,fin_crit,11.43,ns
[worst paths after layout]
| path | endpoint |
|---|---|
| max reg2reg | clock.cnt[30] |
| min reg2reg | clock.cnt[0] |
| max | seg1[0] |
| min | clock.cnt[0] |
[final cells by class]
class,instances,area (µm²),area share [%]
clock buffers,8,136.4,0.7855
flip-flops and latches,329,9513,54.79
well taps,680,850.8,4.900
repair buffers,88,775.7,4.468
multi-input cells,741,5914,34.06
inverters,46,172.7,0.9945
[synthesized netlist by cell type (10+ instances only)]
library cell | n | area [µm²]
a21oi_1 | 42 | 210.2
mux2i_1 | 29 | 290.3
xnor2_1 | 32 | 280.3
nand2b_1 | 10 | 62.56
and3_1 | 11 | 68.82
o221ai_1 | 11 | 96.34
buf_2 | 20 | 100.1
o21ai_0 | 26 | 130.1
nand4_1 | 11 | 68.82
nor2b_1 | 11 | 68.82
a31oi_1 | 17 | 106.4
nand3_1 | 47 | 235.2
nor2_1 | 123 | 461.7
clkbuf_1 | 24 | 90.09
or3_1 | 12 | 75.07
nand2_1 | 91 | 341.6
mux4_2 | 61 | 1374
dfxtp_1 | 33 | 660.6
inv_1 | 44 | 165.2
nor3_1 | 23 | 115.1
ha_1 | 46 | 575.6
xor2_1 | 14 | 122.6
edfxtp_1 | 288 | 8648
[sequential cells by signal, summed over array words and instances, names as in the netlist]
signal / cells
pc.PC: 8
rf.registers: 32
dm.memory: 256
clock.clkout: 1
clock.cnt: 32
[metal layers]
layer	GRT usage [%]	routed length, µm	up-vias
li1	-	-	4517
met1	20.00	15330	4716
met2	21.80	16740	399
met3	7.560	4216	31
met4	1.912	593	2
met5	1.287	71	-
[metrics by stage]
| stage | cells | utilization, % |
|---|---|---|
| 6_report | 1892 | 33.51 |
| 3_3_place_gp | 1884 | 33.24 |
| 5_1_grt | 1892 | 33.51 |
| 4_1_cts | 1892 | 33.51 |
| 2_1_floorplan | 1177 | - |
| 3_5_place_dp | 1884 | 33.24 |
[power by group through the flow]
stage	combinational (mW)	clock [mW]	sequential, mW
4_1_cts	0.287	0.101	0.114
6_report	0.286	0.0984	0.114
5_1_grt	0.313	0.106	0.114
[worst register-to-register path: stages (launching register included)]
cell and delay [ns]:
dfxtp_1 0.37, ha_1 0.22, inv_1 0.05, nor2_1 0.16
nand4_1 0.23, nor2_1 0.23, nand3_1 0.29, or3_1 0.43
a21oi_1 0.15
[logic make-up (layout without fill, tap and decap cells)]
family	count (synthesis)	in the layout	synth area share [%]
DFF	329	329	59.83
xor gates and xnor gates	49	49	2.913
AOI/OAI and AO/OA	183	183	8.393
muxes	101	101	11.42
buffers and inverters	107	142	3.141
adders and majority gates	47	47	3.747
and+or+nand+nor	361	361	10.56
Power is estimated from default activity; no workload was simulated.
